==> flow/design.v <==
`timescale 1ns/1ns
module Adder(A, B, AdderOut);
  input [16-1:0] A;
  input [16-1:0] B;
  output reg [16-1:0] AdderOut;
  always @(*) begin
    AdderOut <= A + B;
  end  
endmodule
module JumpAddressAdder(PC, Instruction, JumpAddressOut);
  input [16-1:0] PC;
  input [16-1:0] Instruction;
  output reg [16-1:0] JumpAddressOut;
  always @(*) begin
    JumpAddressOut <= { PC[15:12], Instruction[11:0] };
  end
endmodule
module TwoInputMux(A, B, MuxControl, MuxOut);
  input [16-1:0] A;
  input [16-1:0] B;
  input MuxControl;
  output reg [16-1:0] MuxOut;
  always @(*) begin
      if(MuxControl == 0) begin 
        MuxOut <= A;
      end
      else begin 
        MuxOut <= B;
      end
  end
endmodule
module ThreeInputMux(A, B, C, MuxControl, MuxOut);
  input [16-1:0] A;
  input [16-1:0] B;
  input [16-1:0] C;
  input [1:0] MuxControl;
  output reg [16-1:0] MuxOut;
  always @(*) begin
      if(MuxControl == 2'd0) begin 
        MuxOut <= A;
      end
      else if(MuxControl == 2'd1) begin 
        MuxOut <= B;
      end
      else begin
        MuxOut <= C;
      end
  end
endmodule
module FourInputMux(A, B, C, D, MuxControl, MuxOut);
  input [16-1:0] A;
  input [16-1:0] B;
  input [16-1:0] C;
  input [16-1:0] D;
  input [1:0] MuxControl;
  output reg [16-1:0] MuxOut;
  always @(*) begin
      if(MuxControl == 2'd0) begin 
        MuxOut <= A;
      end
      else if(MuxControl == 2'd1) begin 
        MuxOut <= B;
      end
      else if(MuxControl == 2'd2) begin
        MuxOut <= C;
      end
      else begin
        MuxOut <= D;
      end
  end
endmodule
module Four1bitInputMux(A, B, C, D, MuxControl, MuxOut);
  input A;
  input B;
  input C;
  input D;
  input [1:0] MuxControl;
  output reg MuxOut;
  always @(*) begin
      if(MuxControl == 2'd0) begin 
        MuxOut <= A;
      end
      else if(MuxControl == 2'd1) begin 
        MuxOut <= B;
      end
      else if(MuxControl == 2'd2) begin
        MuxOut <= C;
      end
      else begin
        MuxOut <= D;
      end
  end
endmodule
module SignExtend(A, SignExtendOut);
  input [7:0] A;
  output reg [16-1:0] SignExtendOut;
  always @(*) begin
    SignExtendOut <= {A[7], A[7], A[7], A[7], A[7], A[7], A[7], A[7],A[7:0]};
  end
endmodule
module ALU(A, B, ALUControl, ALUOut);
   input [15:0] A;
   input [15:0] B;
   input [5:0] ALUControl;
   output reg [15:0] ALUOut;                  
   always @(*)
   begin
      case(ALUControl)
        6'd0:  
          ALUOut <= A+B; 
        6'd1:  
          ALUOut <= A-B;
        6'd2:  
          ALUOut <= A & B;
        6'd3:  
          ALUOut <= A | B;
        6'd4:  
          ALUOut <= ~(A);
        6'd5:  
          ALUOut <= ~(A)+1;
        6'd6:  
          ALUOut <= A<<1;
        6'd7:  
          ALUOut <= A>>1;
        6'd8:
          ALUOut <= {B[7:0],8'h00};
        6'd9:
          ALUOut <= (A == B) ? 0 : 1;
        6'd10:
          ALUOut <= (A == B) ? 1 : 0;
        6'd11:
          ALUOut <= (A == 0) ? 0 : !A[15];
        6'd12:
          ALUOut <= (A == 0) ? 0 : A[15];
        6'd13:
          ALUOut <= A;
        6'd28:
          ALUOut <= A;
        6'd29:
          ALUOut <= 1;
      endcase
   end
endmodule
module ProgramCounter(Clk, Reset_N, PCIn, PCWrite, PCOut);
  input Clk;
  input Reset_N;
  input [16-1:0] PCIn;
  input PCWrite;
  output reg [16-1:0] PCOut;
  reg negUpdate;
  initial begin
    negUpdate <= 1'b0;
  end
  always @(posedge Clk) begin
    if(!Reset_N) begin
      PCOut <= 16'hffff;
    end
    else begin
      if(!PCWrite) begin
        PCOut <= PCIn;
      end
    end 
  end
endmodule
module RegisterFiles(Clk, RegWrite, WWD, RS, RT, RD, WD, R1, R2, output_port);
  input wire Clk;
  input RegWrite;
  input WWD;
  input [1:0] RS,RT,RD;
  input [16-1:0] WD;
  output [16-1:0] R1,R2;
  output reg[16-1:0] output_port;
  reg [15:0] RF_data[3:0];
  assign R1 = (RegWrite && RD == RS) ? WD : RF_data[RS];
  assign R2 = (RegWrite && RD == RT) ? WD : RF_data[RT];
  initial begin
      RF_data[0] <= 16'h0000;
      RF_data[1] <= 16'h0000;
      RF_data[2] <= 16'h0000;
      RF_data[3] <= 16'h0000;
  end
  always @(posedge Clk) begin
    if(RegWrite && !WWD) begin
      RF_data[RD] <= WD;
    end
    if(WWD) begin
      output_port <= WD;
    end
  end
endmodule
module IFIDRegister(Clk, PCPlus1In, InstructionIn, IFIDWrite, PredictResultIn, InstCacheMissIn, PCPlus1Out, InstructionOut, PredictResultOut, InstCacheMissOut);
  input wire Clk;
  input [16-1:0] PCPlus1In;
  input [16-1:0] InstructionIn;
  input IFIDWrite;
  input PredictResultIn;
  input InstCacheMissIn;
  output reg [16-1:0] PCPlus1Out;
  output reg [16-1:0] InstructionOut;
  output reg PredictResultOut;
  output reg InstCacheMissOut;
  always @(posedge Clk) begin
    if(!IFIDWrite) begin
      PCPlus1Out <= PCPlus1In;
      InstructionOut <= InstructionIn;
      PredictResultOut <= PredictResultIn;
      InstCacheMissOut <= InstCacheMissIn;
    end
  end
endmodule
module IDEXRegister(Clk, IDEXWrite, PCPlus1In, ControlSignalIn, PredictResultIn, AIn, BIn, ExtendedOpcodeIn, RSIn, RTIn, RDIn, PCPlus1Out, ControlSignalOut, PredictResultOut, Branch, BranchType, RegDst, ALUOp, ALUSrc, AOut, BOut, ExtendedOpcodeOut, RSOut, RTOut, RDOut);
  input wire Clk;
  input wire IDEXWrite;
  input [16-1:0] PCPlus1In;
  input [16-1:0] ControlSignalIn;
  input PredictResultIn;
  input [16-1:0] AIn;
  input [16-1:0] BIn;
  input [16-1:0] ExtendedOpcodeIn;
  input [1:0] RSIn;
  input [1:0] RTIn;
  input [1:0] RDIn;
  output reg [16-1:0] PCPlus1Out;
  output reg [6:0] ControlSignalOut;
  output reg PredictResultOut;
  output reg Branch;
  output reg [2:0] BranchType;
  output reg [1:0] RegDst;
  output reg [1:0] ALUOp;
  output reg ALUSrc;
  output reg [16-1:0] AOut;
  output reg [16-1:0] BOut;
  output reg [16-1:0] ExtendedOpcodeOut;
  output reg [1:0] RSOut;
  output reg [1:0] RTOut;
  output reg [1:0] RDOut;
  always @(posedge Clk) begin
    if(!IDEXWrite) begin 
      PCPlus1Out <= PCPlus1In;
      PredictResultOut <= PredictResultIn;
      ControlSignalOut <= ControlSignalIn[15:9];
      Branch <= ControlSignalIn[8];
      BranchType <= ControlSignalIn[7:5];
      RegDst <= ControlSignalIn[4:3];
      ALUOp <= ControlSignalIn[2:1];
      ALUSrc <= ControlSignalIn[0];
      AOut <= AIn;
      BOut <= BIn;
      ExtendedOpcodeOut <= ExtendedOpcodeIn;
      RSOut <= RSIn;
      RTOut <= RTIn;
      RDOut <= RDIn;
    end
  end
endmodule
module EXMEMRegister(Clk, EXMEMWrite, ControlSignalIn, ALUOutIn, ALUInputBIn, RDIn, FlushIn, ControlSignalOut, MemRead, MerWrite, ALUOutOut, ALUInputBOut, RDOut, FlushOut);
  input wire Clk;
  input wire EXMEMWrite;
  input [6:0] ControlSignalIn;
  input [16-1:0] ALUOutIn;
  input [16-1:0] ALUInputBIn;
  input [1:0] RDIn;
  input FlushIn;
  output reg [4:0] ControlSignalOut;
  output reg MemRead;
  output reg MerWrite;
  output reg [16-1:0] ALUOutOut;
  output reg [16-1:0] ALUInputBOut;
  output reg [1:0] RDOut;
  output reg FlushOut;
  always @(posedge Clk) begin
    if(!EXMEMWrite) begin
      ControlSignalOut <= ControlSignalIn[6:2];
      MemRead <= ControlSignalIn[1];
      MerWrite <= ControlSignalIn[0];
      ALUOutOut <= ALUOutIn;
      ALUInputBOut <= ALUInputBIn;
      RDOut <= RDIn;
      FlushOut <= FlushIn;
    end
  end
endmodule
module MEMWBRegister(Clk, MEMWBWrite, ControlSignalIn, ALUOutIn, MemoryDataIn, RDIn, RegWrite, MemToReg, ALUOutOut, MemoryDataOut, RDOut, num_inst_plus, WWD, HLT);
  input wire Clk;
  input [4:0] ControlSignalIn;
  input [16-1:0] ALUOutIn;
  input [16-1:0] MemoryDataIn;
  input [1:0] RDIn;
  input MEMWBWrite;
  output reg RegWrite;
  output reg MemToReg;
  output reg [16-1:0] ALUOutOut;
  output reg [16-1:0] MemoryDataOut;
  output reg [1:0] RDOut;
  output reg num_inst_plus;
  output reg WWD;
  output reg HLT;
  always @(posedge Clk) begin
	if(!MEMWBWrite) begin
    RegWrite <= ControlSignalIn[1];
    MemToReg <= ControlSignalIn[0];
    ALUOutOut <= ALUOutIn;
    MemoryDataOut <= MemoryDataIn;
    RDOut <= RDIn;
    WWD <= ControlSignalIn[3];
    HLT <= ControlSignalIn[4];
  end
	end
  always @(posedge Clk) begin
    if(ControlSignalIn[2]&&!MEMWBWrite) begin
      num_inst_plus <= 1;
    end
    else begin
      num_inst_plus <= 0;
    end
  end
endmodule
module BranchCheckUnit(Opcode, BranchCheckOut);
  input wire [3:0] Opcode;
  output reg BranchCheckOut;
  always @(*) begin
    if(Opcode == 4'b0000 || Opcode == 4'b0001 || Opcode == 4'b0010 || Opcode == 4'b0011) begin
      BranchCheckOut <= 1'b1;
    end
    else begin
      BranchCheckOut <= 1'b0;
    end
  end
endmodule
module BranchHistoryTable(Clk, IF_PCPlus1, EX_PCPlus1, IsTaken, Predict);
  input wire Clk;
  input wire [16-3:0] IF_PCPlus1;
  input wire [16-3:0] EX_PCPlus1;
  input wire IsTaken;
  output reg Predict;
  reg [1:0] BHTEntry[199:0];
  integer i;
  initial begin
    for(i=0; i<200; i=i+1) begin
      BHTEntry[i] <= 2'b01;
    end
  end
  always @(*) begin
    if(BHTEntry[IF_PCPlus1] === 2'b00 || BHTEntry[IF_PCPlus1] === 2'b01) begin
      Predict <= 1'b0;
    end
    else if(BHTEntry[IF_PCPlus1] === 2'b10 || BHTEntry[IF_PCPlus1] === 2'b11) begin
      Predict <= 1'b1;
    end
  end
  always @(posedge Clk) begin
    if(IsTaken === 1'b0) begin
      if(BHTEntry[EX_PCPlus1] === 2'b00) begin
        BHTEntry[EX_PCPlus1] <= 2'b00;
      end
      else if(BHTEntry[EX_PCPlus1] === 2'b01) begin
        BHTEntry[EX_PCPlus1] <= 2'b00;
      end
      else if(BHTEntry[EX_PCPlus1] === 2'b10) begin
        BHTEntry[EX_PCPlus1] <= 2'b01;
      end
      else if(BHTEntry[EX_PCPlus1] === 2'b11) begin
        BHTEntry[EX_PCPlus1] <= 2'b10;
      end
    end
    else if(IsTaken === 1'b1) begin
      if(BHTEntry[EX_PCPlus1] === 2'b00) begin
        BHTEntry[EX_PCPlus1] <= 2'b01;
      end
      else if(BHTEntry[EX_PCPlus1] === 2'b01) begin
        BHTEntry[EX_PCPlus1] <= 2'b10;
      end
      else if(BHTEntry[EX_PCPlus1] === 2'b10) begin
        BHTEntry[EX_PCPlus1] <= 2'b11;
      end
      else if(BHTEntry[EX_PCPlus1] === 2'b11) begin
        BHTEntry[EX_PCPlus1] <= 2'b11;
      end
    end
  end
endmodule
module BranchTargetBuffer(Clk, IF_PCPlus1, EX_PCPlus1, EX_BTBValue, Update, IF_BTBValue);
  input wire Clk;
  input wire [16-3:0] IF_PCPlus1;
  input wire [16-3:0] EX_PCPlus1;
  input wire [16-1:0] EX_BTBValue;  
  input wire Update;
  output reg [16-1:0] IF_BTBValue;
  reg [16-1:0] BTBEntry[199:0];
  integer i;
  initial begin
    for(i=0; i<200; i=i+1) begin
      BTBEntry[i] <= 16'h0000;
    end
  end
  always @(*) begin
    IF_BTBValue <= BTBEntry[IF_PCPlus1];
  end
  always @(posedge Clk) begin
    if(Update === 1'b1) begin
      BTBEntry[EX_PCPlus1] <= EX_BTBValue;
    end
  end   
endmodule
module PredictCheckUnit(PredictResultIn, BranchAssert, ReturnAssert, BranchSrc, PCSrc2);
  input PredictResultIn;
  input BranchAssert;
  input ReturnAssert;
  output reg BranchSrc;
  output reg PCSrc2;
  always @(*) begin
    if(ReturnAssert === 1'b1) begin
      PCSrc2 <= 1'b1;
      BranchSrc <= 1'b1;
    end
    else begin
      if((PredictResultIn === 1'b0) && (BranchAssert === 1'b0)) begin
        PCSrc2 <= 1'b0;
        BranchSrc <= 1'b0;
      end
      else if((PredictResultIn === 1'b0) && (BranchAssert === 1'b1)) begin
        PCSrc2 <= 1'b1;
        BranchSrc <= 1'b1;
      end
      else if((PredictResultIn === 1'b1) && (BranchAssert === 1'b0)) begin
        PCSrc2 <= 1'b1;
        BranchSrc <= 1'b0;
      end
      else if((PredictResultIn === 1'b1) && (BranchAssert === 1'b1)) begin
        PCSrc2 <= 1'b0;
        BranchSrc <= 1'b1;
      end
      else begin
        PCSrc2 <= 1'b0;
        BranchSrc <= 1'b0;
      end
    end
  end
endmodule
==> flow/run.sh <==
#!/bin/bash
# OpenROAD 26Q1-2900-gdf79404cd8, Yosys 0.63+post, stock flow scripts
make -C /OpenROAD-flow-scripts/flow DESIGN_CONFIG=/design/flow/config.mk WORK_HOME=/design/flow/orfs finish
==> flow/config.mk <==
export PLATFORM = sky130hd
export DESIGN_NAME = FourInputMux
export DESIGN_NICKNAME = FourInputMux
export VERILOG_FILES = /design/flow/design.v
export SDC_FILE = /design/flow/constraint.sdc
export NUM_CORES = 4
export LEC_CHECK = 1
export CORE_AREA = 10 10 72 72
export DIE_AREA = 0 0 82 82
==> flow/constraint.sdc <==
current_design FourInputMux

set clk_period 1.9
set clk_io_pct 0.2

create_clock -name clk0 -period $clk_period

set non_clock_inputs [all_inputs -no_clocks]
set_input_delay [expr $clk_period * $clk_io_pct] -clock clk0 $non_clock_inputs
set_output_delay [expr $clk_period * $clk_io_pct] -clock clk0 [all_outputs]
==> results.py <==
# Generated from Yosys and OpenROAD reports
metrics = {
    "run_status": {
        "outcome": "complete, no violations",
    },
    "critical_path": {
        "path_delay_family": "buffers and inverters",
        "critPathSlowestCell": "mux4_2",
        "cp-end-kind": "output pin",
        "max_stage_delay_ns": 0.46,
        "path_depth": 3,
        "critPathKind": "input port to output pin",
        "startpoint_type": "input port",
        "worst-path-max-fanout": 1,
        "cp.arrival_ns": 1.49,
        "cp_data_required_time_ns": 1.52,
        "crit_chain": "clkdlybuf4s50_1, mux4_2, dlygate4sd2_1",
        "path_buffers": 2,
    },
    "timing": {
        "setup_ws_ns": 0.0286,
        "tns_ns": 0,
        "hold_viol_final": 0,
        "period_minus_slack_ns": 1.87,
        "setup_viol": 0,
        "rsz0062_at_grt": "false",
        "slew_violations": 0,
        "worst_pin_slew_ns": 0.101,
        "fin_crit_sh": 0.985,
        "fmax_mhz": 534,
        "relSlewSlack": 0.933,
    },
    "finish": {
        "seq_cells": 0,
        "final_common_cell": "clkdlybuf4s50_1",
        "syn2layout_area_growth_pct": 216,
        "drive_gt1_frac": 0.223,
        "final_cell_mix": "clkdlybuf4s50_1, mux4_2, clkdlybuf4s15_1",
        "clkbuf_count": 0,
        "post-route-cell-area_um2": 1340,
        "fin_cells": 151,
        "register_area_um2": 0,
        "nFillCells": 364,
    },
    "routing": {
        "drt_iter0_drc": 13,
        "postRouteAntennaNets": 0,
        "vias_per_cell": 4.11,
        "first_pass_iters": 2,
        "drc_errors": 0,
        "antennaDiodeCount": 0,
        "wl_per_cell_um": 18.9,
        "via_count": 620,
        "wl_mm": 2.86,
    },
    "grt": {
        "grt_max_degree": 9,
        "grt_overflow_total": 0,
        "grt_pass1_vias": 775,
        "grt_util_all_layers": 0.0833,
        "antenna_found_initial": 0,
        "grt_pass1_wl_mm": 4.20,
    },
    "job": {
        "max-cap-violations": 0,
        "openroad.warnings": 32,
    },
    "min_path": {
        "hp-start": "D[2]",
        "hold_path_depth": 3,
        "hold_path_class": "input port to output pin",
        "hold_path_end": "MuxOut[2]",
    },
    "synthesis": {
        "ys_seq_frac": 0,
        "top_cell_area_share": 0.531,
        "ys_warn_count": 1,
        "synthDistinctLibCells": 5,
        "ys_cells": 20,
        "syn_area_per_cell_um2": 21.2,
        "top_area_cell": "mux4_2",
        "yosysChipArea_um2": 424,
        "synth_cells": 20,
        "syn_area_um2": 424,
        "top_cells_by_area": "mux4_2, mux4_1, buf_12",
    },
    "floorplan": {
        "core_um2": 3690,
        "fp-row-count": 22,
        "fp_util": 0.115,
        "die_x_um": 82,
        "ioPinCount": 82,
        "die_y_um": 82,
        "dieArea_um2": 6720,
    },
    "placement": {
        "dp.cells": 149,
        "gp_congestion": 0.846,
        "placed_area_um2": 1310,
        "post-place-ws_ns": -0.565,
        "io_buffers": 82,
    },
    "power_and_ir_drop": {
        "ir_drop_mv": 0.0846,
        "power_density_nw_per_um2": 211,
        "p_leak_uw": 0.000513,
    },
    "clock_network": {
        "holdBufCountCts": 0,
    },
}
layout make-up:
type / count / area, um2 / area share
Multi-Input combinational cell: 16 / 368 / 0.275
Tap cell: 48 / 60.1 / 0.0448
Timing Repair Buffer: 87 / 912 / 0.681
per-stage QoR:
stage,hold WS [ns],utilization,power [uW]
after detailed placement,1.88,0.355,289
after CTS,1.39,0.363,287
after global routing,1.30,0.363,303
after floorplan,0.919,-,71.1
final,1.26,0.363,283
after global placement,1.89,0.355,290
logic make-up after synthesis:
kind of cell	count (synthesis)	synth area share
buffers and inverters	4	0.0973
multiplexers	16	0.903
where the power goes:
group	internal, uW	switching, uW	total (uW)
Sequential	0	0	0
Clock	0	0	0
Combinational	225	57.5	283
Total	225	57.5	283
how the worst max path moves through the flow:
| stage | startpoint | endpoint |
|---|---|---|
| 4_1_cts | D[14] | MuxOut[14] |
| 5_1_grt | C[5] | MuxOut[5] |
| 6_report | D[8] | MuxOut[8] |
synthesized netlist by cell type:
cell type	instances
mux4_2	10
buf_6	1
buf_12	1
buf_2	2
mux4_1	6
worst min-delay path: stages:
cell            delay [ns]
dlymetal6s2s_1        0.08
mux4_2                0.22
dlygate4sd2_1         0.20
what timing repair did:
action,4_1_cts,5_1_grt
cloned,2,0
resized,38,10
pin swaps,0,0
setup endpoints to repair,16,10
setup buffers,0,0
per-layer routing:
layer	part of all wire	track usage
met5	0	0
met4	0	0
met3	0.19	0.0496
met2	0.44	0.140
met1	0.37	0.0956
Power and IR drop assume default switching activity.
