==> design/flow/design.v <==
`timescale 1ns/1ns
module Memory(clk, reset_n, readM1, address1, data1_1, data1_2, data1_3, data1_4, readM2, writeM2, address2, data2_1, data2_2, data2_3, data2_4);
	input clk;
	wire clk;
	input reset_n;
	wire reset_n;
	input readM1;
	wire readM1;
	input [16-1:0] address1;
	wire [16-1:0] address1;
	wire [16-1:0] address1_1;
	wire [16-1:0] address1_2;
	wire [16-1:0] address1_3;
	wire [16-1:0] address1_4; 
	output reg [16-1:0] data1_1;
	output reg [16-1:0] data1_2;
	output reg [16-1:0] data1_3;
	output reg [16-1:0] data1_4;
	AddressCalculateModule InstructionACM(address1, address1_1, address1_2, address1_3, address1_4);
	input readM2;
	wire readM2;
	input writeM2;
	wire writeM2;
	input [16-1:0] address2;
	wire [16-1:0] address2;
	wire [16-1:0] address2_1;
	wire [16-1:0] address2_2;
	wire [16-1:0] address2_3;
	wire [16-1:0] address2_4; 
	inout wire [16-1:0] data2_1;
	inout wire [16-1:0] data2_2;
	inout wire [16-1:0] data2_3;
	inout wire [16-1:0] data2_4;
	AddressCalculateModule DataACM(address2, address2_1, address2_2, address2_3, address2_4);
	reg [16-1:0] memory [0:256-1];
	reg [16-1:0] outputData2;
	reg [16-1:0] outputData1;
	reg [16-1:0] outputData2_1;
	reg [16-1:0] outputData2_2;
	reg [16-1:0] outputData2_3;
	reg [16-1:0] outputData2_4;
  assign data2_1 = readM2?outputData2_1:16'bz;
	assign data2_2 = readM2?outputData2_2:16'bz;
	assign data2_3 = readM2?outputData2_3:16'bz;
	assign data2_4 = readM2?outputData2_4:16'bz;
	always@(posedge clk)
		if(!reset_n)
			begin
				memory[16'h0] <= 16'h9023;
				memory[16'h1] <= 16'h1;
				memory[16'h2] <= 16'hffff;
				memory[16'h3] <= 16'h0;
				memory[16'h4] <= 16'h0;
				memory[16'h5] <= 16'h0;
				memory[16'h6] <= 16'h0;
				memory[16'h7] <= 16'h0;
				memory[16'h8] <= 16'h0;
				memory[16'h9] <= 16'h0;
				memory[16'ha] <= 16'h0;
				memory[16'hb] <= 16'h0;
				memory[16'hc] <= 16'h0;
				memory[16'hd] <= 16'h0;
				memory[16'he] <= 16'h0;
				memory[16'hf] <= 16'h0;
				memory[16'h10] <= 16'h0;
				memory[16'h11] <= 16'h0;
				memory[16'h12] <= 16'h0;
				memory[16'h13] <= 16'h0;
				memory[16'h14] <= 16'h0;
				memory[16'h15] <= 16'h0;
				memory[16'h16] <= 16'h0;
				memory[16'h17] <= 16'h0;
				memory[16'h18] <= 16'h0;
				memory[16'h19] <= 16'h0;
				memory[16'h1a] <= 16'h0;
				memory[16'h1b] <= 16'h0;
				memory[16'h1c] <= 16'h0;
				memory[16'h1d] <= 16'h0;
				memory[16'h1e] <= 16'h0;
				memory[16'h1f] <= 16'h0;
				memory[16'h20] <= 16'h0;
				memory[16'h21] <= 16'h0;
				memory[16'h22] <= 16'h0;
				memory[16'h23] <= 16'h6000;
				memory[16'h24] <= 16'hf01c;
				memory[16'h25] <= 16'h6100;
				memory[16'h26] <= 16'hf41c;
				memory[16'h27] <= 16'h6200;
				memory[16'h28] <= 16'hf81c;
				memory[16'h29] <= 16'h6300;
				memory[16'h2a] <= 16'hfc1c;
				memory[16'h2b] <= 16'h4401;
				memory[16'h2c] <= 16'hf01c;
				memory[16'h2d] <= 16'h4001;
				memory[16'h2e] <= 16'hf01c;
				memory[16'h2f] <= 16'h5901;
				memory[16'h30] <= 16'hf41c;
				memory[16'h31] <= 16'h5502;
				memory[16'h32] <= 16'hf41c;
				memory[16'h33] <= 16'h5503;
				memory[16'h34] <= 16'hf41c;
				memory[16'h35] <= 16'hf2c0;
				memory[16'h36] <= 16'hfc1c;
				memory[16'h37] <= 16'hf6c0;
				memory[16'h38] <= 16'hfc1c;
				memory[16'h39] <= 16'hf1c0;
				memory[16'h3a] <= 16'hfc1c;
				memory[16'h3b] <= 16'hf2c1;
				memory[16'h3c] <= 16'hfc1c;
				memory[16'h3d] <= 16'hf8c1;
				memory[16'h3e] <= 16'hfc1c;
				memory[16'h3f] <= 16'hf6c1;
				memory[16'h40] <= 16'hfc1c;
				memory[16'h41] <= 16'hf9c1;
				memory[16'h42] <= 16'hfc1c;
				memory[16'h43] <= 16'hf1c1;
				memory[16'h44] <= 16'hfc1c;
				memory[16'h45] <= 16'hf4c1;
				memory[16'h46] <= 16'hfc1c;
				memory[16'h47] <= 16'hf2c2;
				memory[16'h48] <= 16'hfc1c;
				memory[16'h49] <= 16'hf6c2;
				memory[16'h4a] <= 16'hfc1c;
				memory[16'h4b] <= 16'hf1c2;
				memory[16'h4c] <= 16'hfc1c;
				memory[16'h4d] <= 16'hf2c3;
				memory[16'h4e] <= 16'hfc1c;
				memory[16'h4f] <= 16'hf6c3;
				memory[16'h50] <= 16'hfc1c;
				memory[16'h51] <= 16'hf1c3;
				memory[16'h52] <= 16'hfc1c;
				memory[16'h53] <= 16'hf0c4;
				memory[16'h54] <= 16'hfc1c;
				memory[16'h55] <= 16'hf4c4;
				memory[16'h56] <= 16'hfc1c;
				memory[16'h57] <= 16'hf8c4;
				memory[16'h58] <= 16'hfc1c;
				memory[16'h59] <= 16'hf0c5;
				memory[16'h5a] <= 16'hfc1c;
				memory[16'h5b] <= 16'hf4c5;
				memory[16'h5c] <= 16'hfc1c;
				memory[16'h5d] <= 16'hf8c5;
				memory[16'h5e] <= 16'hfc1c;
				memory[16'h5f] <= 16'hf0c6;
				memory[16'h60] <= 16'hfc1c;
				memory[16'h61] <= 16'hf4c6;
				memory[16'h62] <= 16'hfc1c;
				memory[16'h63] <= 16'hf8c6;
				memory[16'h64] <= 16'hfc1c;
				memory[16'h65] <= 16'hf0c7;
				memory[16'h66] <= 16'hfc1c;
				memory[16'h67] <= 16'hf4c7;
				memory[16'h68] <= 16'hfc1c;
				memory[16'h69] <= 16'hf8c7;
				memory[16'h6a] <= 16'hfc1c;
				memory[16'h6b] <= 16'h7801;
				memory[16'h6c] <= 16'hf01c;
				memory[16'h6d] <= 16'h7902;
				memory[16'h6e] <= 16'hf41c;
				memory[16'h6f] <= 16'h8901;
				memory[16'h70] <= 16'h8802;
				memory[16'h71] <= 16'h7801;
				memory[16'h72] <= 16'hf01c;
				memory[16'h73] <= 16'h7902;
				memory[16'h74] <= 16'hf41c;
				memory[16'h75] <= 16'h9076;
				memory[16'h76] <= 16'hf01c;
				memory[16'h77] <= 16'h9079;
				memory[16'h78] <= 16'hf01d;
				memory[16'h79] <= 16'hf41c;
				memory[16'h7a] <= 16'hb01;
				memory[16'h7b] <= 16'h907d;
				memory[16'h7c] <= 16'hf01d;
				memory[16'h7d] <= 16'hf01c;
				memory[16'h7e] <= 16'h601;
				memory[16'h7f] <= 16'hf01d;
				memory[16'h80] <= 16'hf41c;
				memory[16'h81] <= 16'h1601;
				memory[16'h82] <= 16'h9084;
				memory[16'h83] <= 16'hf01d;
				memory[16'h84] <= 16'hf01c;
				memory[16'h85] <= 16'h1b01;
				memory[16'h86] <= 16'hf01d;
				memory[16'h87] <= 16'hf41c;
				memory[16'h88] <= 16'h2001;
				memory[16'h89] <= 16'h908b;
				memory[16'h8a] <= 16'hf01d;
				memory[16'h8b] <= 16'hf01c;
				memory[16'h8c] <= 16'h2401;
				memory[16'h8d] <= 16'hf01d;
				memory[16'h8e] <= 16'hf41c;
				memory[16'h8f] <= 16'h2801;
				memory[16'h90] <= 16'h9092;
				memory[16'h91] <= 16'hf01d;
				memory[16'h92] <= 16'hf01c;
				memory[16'h93] <= 16'h3001;
				memory[16'h94] <= 16'hf01d;
				memory[16'h95] <= 16'hf41c;
				memory[16'h96] <= 16'h3401;
				memory[16'h97] <= 16'h9099;
				memory[16'h98] <= 16'hf01d;
				memory[16'h99] <= 16'hf01c;
				memory[16'h9a] <= 16'h3801;
				memory[16'h9b] <= 16'h909d;
				memory[16'h9c] <= 16'hf01d;
				memory[16'h9d] <= 16'hf41c;
				memory[16'h9e] <= 16'ha0af;
				memory[16'h9f] <= 16'hf01c;
				memory[16'ha0] <= 16'ha0ae;
				memory[16'ha1] <= 16'hf01d;
				memory[16'ha2] <= 16'hf41c;
				memory[16'ha3] <= 16'h6300;
				memory[16'ha4] <= 16'h5f03;
				memory[16'ha5] <= 16'h6000;
				memory[16'ha6] <= 16'h4005;
				memory[16'ha7] <= 16'ha0b2;
				memory[16'ha8] <= 16'hf01c;
				memory[16'ha9] <= 16'h90b1;
				memory[16'haa] <= 16'h4900;
				memory[16'hab] <= 16'hf41a;
				memory[16'hac] <= 16'hf01c;
				memory[16'had] <= 16'hf01d;
				memory[16'hae] <= 16'h4a01;
				memory[16'haf] <= 16'hf819;
				memory[16'hb0] <= 16'hf01d;
				memory[16'hb1] <= 16'ha0aa;
				memory[16'hb2] <= 16'h41ff;
				memory[16'hb3] <= 16'h2404;
				memory[16'hb4] <= 16'h6000;
				memory[16'hb5] <= 16'h5001;
				memory[16'hb6] <= 16'hf819;
				memory[16'hb7] <= 16'hf01d;
				memory[16'hb8] <= 16'h8e00;
				memory[16'hb9] <= 16'h8c01;
				memory[16'hba] <= 16'h4f02;
				memory[16'hbb] <= 16'h40fe;
				memory[16'hbc] <= 16'ha0b2;
				memory[16'hbd] <= 16'h7dff;
				memory[16'hbe] <= 16'h8cff;
				memory[16'hbf] <= 16'h44ff;
				memory[16'hc0] <= 16'ha0b2;
				memory[16'hc1] <= 16'h7dff;
				memory[16'hc2] <= 16'h7efe;
				memory[16'hc3] <= 16'hf100;
				memory[16'hc4] <= 16'h4ffe;
				memory[16'hc5] <= 16'hf819;
				memory[16'hc6] <= 16'hf01d;
			end
		else	
			begin
				if(readM1)  begin
					data1_1 <= (writeM2 & address1_1==address2_1)?data2_1:memory[address1_1];
					data1_2 <= (writeM2 & address1_2==address2_2)?data2_2:memory[address1_2];
					data1_3 <= (writeM2 & address1_3==address2_3)?data2_3:memory[address1_3];
					data1_4 <= (writeM2 & address1_4==address2_4)?data2_4:memory[address1_4];
				end
				if(readM2)  begin
					outputData2_1 <= memory[address2_1];
					outputData2_2 <= memory[address2_2];
					outputData2_3 <= memory[address2_3];
					outputData2_4 <= memory[address2_4];
				end
				if(writeM2) begin
					memory[address2_1] <= data2_1;
					memory[address2_2] <= data2_2;
					memory[address2_3] <= data2_3;
					memory[address2_4] <= data2_4;
				end
			end
endmodule
module AddressCalculateModule(address, address1, address2, address3, address4);
  input [16-1:0] address;
  output reg [16-1:0] address1;
	output reg [16-1:0] address2;
	output reg [16-1:0] address3;
	output reg [16-1:0] address4;
  always @(*) begin
		address1 <= { address[16-1:2] , 2'b00 };
		address2 <= { address[16-1:2] , 2'b01 };
		address3 <= { address[16-1:2] , 2'b10 };
		address4 <= { address[16-1:2] , 2'b11 };
  end
endmodule
==> design/flow/run.sh <==
#!/bin/bash
# OpenROAD 26Q1-2900-gdf79404cd8, Yosys 0.63+post, stock flow scripts
make -C /OpenROAD-flow-scripts/flow DESIGN_CONFIG=/design/flow/config.mk WORK_HOME=/design/flow/orfs finish
==> design/flow/config.mk <==
export PLATFORM = sky130hd
export DESIGN_NAME = Memory
export DESIGN_NICKNAME = Memory
export VERILOG_FILES = /design/flow/design.v
export SDC_FILE = /design/flow/constraint.sdc
export NUM_CORES = 4
export LEC_CHECK = 1
export CORE_UTILIZATION = 40
==> design/flow/constraint.sdc <==
current_design Memory

set clk_period 119.4
set clk_io_pct 0.2

create_clock -name clk0 -period $clk_period [get_ports {clk}]

set non_clock_inputs [all_inputs -no_clocks]
set_input_delay [expr $clk_period * $clk_io_pct] -clock clk0 $non_clock_inputs
set_output_delay [expr $clk_period * $clk_io_pct] -clock clk0 [all_outputs]
==> results.txt <==
Implementation status.

- The yosys-reported design area after synthesis is 217000 sq um.
- For reference, the top cells by area after synthesis are edfxtp_1, mux4_2, and2_1.
- The die is 738 microns wide.
- The number of I/O pins is 165.
- The netlist area before placement is 217000 sq um.
- The site row count is 269.
- The share of the Yosys chip area taken by registers is 0.586.
- At the floorplan stage, the core utilization is reported as 0.403.
- The cell type with the highest aggregate area in the netlist is edfxtp_1.
- The synthesis report gives the async set-or-reset register share as 0.
- The area fraction in full adders, half adders and majority gates is 0.
- The tree built by TritonCTS fans out to 4224 sinks.
- The TritonCTS buffer count is between 400 and 500.
- For this run the top cell type by instance count after synthesis was edfxtp_1.
- In the Yosys stats the netlist draws on 71 distinct library cells.
- The tool reported: "[error] [KeplerFormal.cpp:679] Workflow failed: Iso has multiple drivers: .data2_10, place2194.X0".
- The count of flip-flops with a built-in enable after synthesis is around 4.2k.
- The number of hold-repair buffers added at the cts stage is 0.
- The average instance in the mapped netlist occupies 14.3 sq um.
- The number of post-CTS setup repair buffers is 0.
- The overall die height is 738 microns.
- The flow did not finish.
- In the synthesized netlist the dominant register cell turns out to be edfxtp_1.
- The dominant kind of combinational cell is multiplexers.
- The cell-mix breakdown from Yosys lists the XOR/XNOR area share as 0.000566.
- During synthesis, Yosys emitted a total of 6 warnings.
- Clock tree synthesis selected as its root buffer the cell clkbuf_16.
- The number of gates resized after CTS was 0.
- The H-tree was split into 5 levels.
- The stage at which the run stopped is clock tree synthesis (4_1_cts).
- The flip-flop and latch count after synthesis is around 4.2k.
- The number of port buffers is 96.
- Per the post-synthesis report, the number of cells in the design is roughly 15k.
- In this run, the synthesized area fraction spent on AND-OR/OR-AND gates is recorded as 0.0783.
- The final weighted congestion recorded by global placement is 1.03.
- Prior to clock tree synthesis, the placed netlist has a worst setup slack of 89900 ps.
- Of the post-synthesis cell area, the dominant cell type holds 0.586.
- In the synthesized netlist, the cells that appear most often are edfxtp_1, and2_1, mux4_2, or3_1, clkbuf_1.
- The maximum root-to-sink buffer count is 4.
- The simple-gate share of the synthesized area is 0.118.
- After synthesis, the share of cell area in mux cells is 0.182.
- Detailed placement finished with a half-perimeter wire length of 611000 microns.
- The number of cells reported by Yosys stat comes to 15.1k.
==> kinds of logic after synthesis <==
group | after synthesis
and+or+nand+nor | 4385
DFF | 4224
muxes | 2419
AOI/OAI and AO/OA | 2303
buffers and inverters | 1771
xor gates and xnor gates | 14
==> through the flow <==
stage / hold slack (ps) / cell area (sq um) / total power, uW / std cells
3_5_place_dp: 542 / 227000 / 2090 / 21477
3_3_place_gp: 538 / 227000 / 2090 / 21477
2_1_floorplan: 625 / 217000 / 1920 / 15116
Power and IR drop assume default switching activity.
